`flow/run.sh`:
```
#!/bin/bash
# OpenROAD 26Q1-2900-gdf79404cd8, Yosys 0.63+post, stock flow scripts
make -C /OpenROAD-flow-scripts/flow DESIGN_CONFIG=/design/flow/config.mk WORK_HOME=/design/flow/orfs finish
```
`flow/constraint.sdc`:
```
current_design qspi_interface

set clk_period 2.3
set clk_io_pct 0.2

create_clock -name clk0 -period $clk_period [get_ports {clk}]

set non_clock_inputs [all_inputs -no_clocks]
set_input_delay [expr $clk_period * $clk_io_pct] -clock clk0 $non_clock_inputs
set_output_delay [expr $clk_period * $clk_io_pct] -clock clk0 [all_outputs]
```
`flow/design.v`:
```
typedef enum bit [7:0] {
  CmdRead = 8'hEB,
  CmdReset = 8'hFF,
  CmdPowerUp = 8'hAB
} cmd_t;
module qspi_fsm (
    input logic clk,
    input logic rst,
    input logic cmd_done,
    input logic cmd_last_cycle,
    input logic cnt_done,
    input logic start_read,
    input logic addr_done,
    output cmd_t cmd_out,
    output logic cmd_we,
    output logic cs,
    output logic rready,
    output logic addr_shift,
    output logic data_shift,
    output logic [7:0] cnt_val,
    output logic cnt_we,
    output logic [1:0] out_mux   
);
  typedef enum {
    Init,
    Reset,
    PowerUp,
    Idle,
    ReadCmd,
    ReadAddr,
    ReadDelay,
    ReadData
  } state_e;
  state_e curr_state;
  state_e next_state;
  always_ff @(posedge clk) begin
    if (rst) begin
      curr_state <= Init;
    end else begin
      curr_state <= next_state;
    end
  end
  always_comb begin
    next_state = curr_state;
    cmd_out = CmdReset;
    cmd_we = 0;
    cs = 1;
    rready = 0;
    addr_shift = 0;
    data_shift = 0;
    cnt_we = 0;
    cnt_val = 0;
    out_mux = 0;
    case (curr_state)
      Init: begin
        cmd_out = CmdReset;
        cmd_we = 1;
        next_state = Reset;
      end
      Reset: begin
        out_mux = 1;
        cmd_out = CmdPowerUp;
        if (cmd_done) begin
          next_state = PowerUp;
          cs = 1;
          cmd_we = 1;
        end else begin
          next_state = Reset;
          cs = 0;
          cmd_we = 0;
        end
      end
      PowerUp: begin
        out_mux = 1;
        if (cmd_done) begin
          next_state = Idle;
        end else begin
          next_state = PowerUp;
          cs = 0;
        end
      end
      Idle: begin
        cmd_out = CmdRead;
        rready  = 1;
        if (start_read) begin
          cmd_we = 1;
          next_state = ReadCmd;
        end else begin
          next_state = Idle;
        end
      end
      ReadCmd: begin
        out_mux = 1;
        cs = 0;
        if (cmd_last_cycle) begin
          next_state = ReadAddr;
        end else begin
          next_state = ReadCmd;
        end
      end
      ReadAddr: begin
        out_mux = 2;
        addr_shift = 1;
        cs = 0;
        if (addr_done) begin
          next_state = ReadDelay;
          cnt_we = 1;
        end else begin
          next_state = ReadAddr;
        end
      end
      ReadDelay: begin
        cnt_val = 6;
        cs = 0;
        if (cnt_done) begin
          next_state = ReadData;
          cnt_we = 1;
        end else begin
          next_state = ReadDelay;
        end
      end
      ReadData: begin
        cs = 0;
        cnt_val = 32;
        if (cnt_done) begin
          next_state = Idle;
        end else begin
          next_state = ReadData;
          data_shift = 1;
        end
      end
      default: begin
      end
    endcase
  end
endmodule
module qspi_interface (
    input logic clk,
    input logic rst,
    input logic [23:0] addr,
    input logic read_en,
    output logic [31:0] dout,
    output logic dval,
    output logic rready,
    input [3:0] in,
    output logic [3:0] out,
    output logic [3:0] oe,
    output logic csb
);
  logic [1:0] out_mux;
  cmd_t cmd_in;
  logic cmd_we, cmd_out, cmd_done, cmd_last;
  logic addr_se, addr_done;
  logic [3:0] addr_out;
  logic [7:0] timer, timer_set;
  logic timer_start, timer_done;
  logic data_se, data_se1;
  always_comb begin: spiout
    oe = 0;
    out = 0;
  case (out_mux)
    0: oe = 0;
    1: begin 
      oe = {3'b0, 1'b1};
      out = {3'b0, cmd_out};
    end
    default: begin
      oe = {4'b1111};
      out = addr_out;
    end
  endcase
  end
  qspi_fsm fsm (
      .clk(clk),
      .rst(rst),
      .cmd_done(cmd_done),
      .cmd_last_cycle(cmd_last),
      .cnt_done(timer_done),
      .start_read(read_en),
      .addr_done(addr_done),
      .cmd_out(cmd_in),
      .cmd_we(cmd_we),
      .cs(csb),
      .rready(rready),
      .addr_shift(addr_se),
      .data_shift(data_se),
      .cnt_val(timer_set),
      .cnt_we(timer_start),
      .out_mux(out_mux)
  );
  shift_cntr #(
      .SIZE(8),
      .OUT_SIZE(1)
  ) cmd_reg (
      .clk(clk),
      .rst(rst),
      .din(cmd_in),
      .we(cmd_we),
      .se(1'b1),
      .dout(cmd_out),
      .done(cmd_done),
      .lst_cycle(cmd_last)
  );
  logic _unused;
  shift_cntr #(
      .SIZE(32),
      .OUT_SIZE(4)
  ) addr_reg (
      .clk (clk),
      .rst (rst),
      .din ({addr, 8'h0}),
      .we  (read_en),
      .se  (addr_se),
      .dout(addr_out),
      .done(addr_done),
      .lst_cycle(_unused)
  );
  always @(posedge clk) begin
    if (rst) begin
      timer <= 8'hFF;
    end else if (timer_start) begin
      timer <= 0;
    end else if (timer != 8'hFF) begin
      timer <= timer + 1;
    end
  end
  assign timer_done = timer == timer_set;
  always_ff @(posedge clk) begin
    if (rst) begin
      data_se1 <= 0;
      dout <= 32'h0;
    end else if (data_se) begin
      dout[(timer[2:0]^1)*4+:4] <= in;
    end
    data_se1 <= data_se;
  end
  assign dval = data_se1 & (timer[2:0] == 0);
endmodule
module shift_cntr #(
    parameter int SIZE = 8,
    parameter int OUT_SIZE = 1
) (
    input logic clk,
    rst,
    input logic [SIZE-1:0] din,
    input logic we,   
    input logic se,   
    output logic [OUT_SIZE-1:0] dout,
    output logic done,
    output logic lst_cycle
);
  localparam LOG2SIZE = $clog2(SIZE);
  logic [SIZE-1:0] int_reg;
  logic [LOG2SIZE:0] int_cnt;
  always_ff @(posedge clk) begin
    if (rst) begin
      int_reg <= 0;
      int_cnt <= SIZE[LOG2SIZE:0];
    end else if (we) begin
      int_reg <= din;
      int_cnt <= SIZE[LOG2SIZE:0];
    end else if (se & !done) begin
      int_reg <= {int_reg[SIZE-OUT_SIZE-1:0], {OUT_SIZE{1'b0}}};
      int_cnt <= int_cnt - OUT_SIZE[LOG2SIZE:0];
    end
  end
  assign dout = int_reg[SIZE-1:SIZE-OUT_SIZE];
  assign done = int_cnt == 0;
  assign lst_cycle = int_cnt == 1;
endmodule
```
`flow/config.mk`:
```
export PLATFORM = sky130hd
export DESIGN_NAME = qspi_interface
export DESIGN_NICKNAME = qspi_interface
export VERILOG_FILES = /design/flow/design.v
export SDC_FILE = /design/flow/constraint.sdc
export NUM_CORES = 4
export LEC_CHECK = 1
export CORE_UTILIZATION = 50
```
==> impl_metrics.env <==
# implementation run metrics
export IMPL_status="complete, no violations"
export IMPL_async_reset_ff_frac=0
export IMPL_coreArea_sq_um=7690
export IMPL_initial_utilization=0.513
export IMPL_portBuffers=73
export IMPL_dpl_hpwl_microns=6110
export IMPL_route_detailed_drc=0
export IMPL_drive_gt1_frac=0.0972
export IMPL_syn_inst=424
export IMPL_fmax_mhz=469
export IMPL_post_cts_buffers=0
export IMPL_ys_seq_frac=0.452
export IMPL_design_portCount=74
export IMPL_netlist_area_sq_um=3940
export IMPL_cellLeakagePower_uw=0.00202
export IMPL_gp_congestion=0.857
export IMPL_rsz0062_at_grt="false"
export IMPL_numSynthFlops=89
export IMPL_power_density_nw_per_um2=736
export IMPL_vias=3279
export IMPL_wirelength_microns=8480
export IMPL_maxSlewHeadroom=0.525
export IMPL_ys_warn_count=4
export IMPL_cts_buffers=9
export IMPL_cp_end_kind="output pin"
export IMPL_syn_to_final_growth_pct=26.4
export IMPL_finalCritPeriodShare=0.927
export IMPL_finalPower_uw=3670
export IMPL_finalHoldViolCount=0
export IMPL_largest_reg_flops=32
export IMPL_diodes=0
export IMPL_clkLatencyLatePin_ns=0.35
export IMPL_detail_route_antenna_nets=0
export IMPL_grt_ovfl_total=0
export IMPL_drv_cap=0
export IMPL_setup_violations=0
export IMPL_yosys_area_sq_um=3940
export IMPL_clockBufferDepth=2
export IMPL_worst_slew_pin_transition_ns=0.710
export IMPL_fillers=657
export IMPL_ir_drop_v=0.000522
export IMPL_ff_type="dfxtp_1"
export IMPL_die_h_microns=90.8
export IMPL_grt_pass1_wl_microns=14700
export IMPL_std_cell_rows=32
export IMPL_critical_path_class="reg2out"
export IMPL_clk_pin_slew_ns=0.09
export IMPL_start_kind="flip-flop"
export IMPL_die_area_sq_um=8240
export IMPL_cts_root_buffer="clkbuf_8"
export IMPL_first_global_vias=3143
export IMPL_cp_max_fo=3
export IMPL_fin_crit_ns=2.13
export IMPL_crit_required_ns=1.84
export IMPL_yosysCellCount=424
export IMPL_drt_initial_drc_count=135
export IMPL_finalClockSkew_ns=0.00732
export IMPL_finalMaxSlewViolations=0
export IMPL_edf_count=0
export IMPL_cts_tree="yes"
export IMPL_setup_tns_ns=0
export IMPL_cts_sinks=89
export IMPL_ys_types=58
export IMPL_grt_use_total=0.224
export IMPL_fp_dieW_microns=90.8
export IMPL_warnings=32
export IMPL_grt_max_degree=33
export IMPL_hold_class="reg2reg"
export IMPL_route_detailed_wl_per_inst_microns=14.0
export IMPL_antenna_found_initial=0
export IMPL_postSynthAreaPerCell_sq_um=9.30
export IMPL_drt_pass1_iter_count=4
export IMPL_arrival_ns=1.67
export IMPL_avgViaCountPerCell=5.41
export IMPL_htree_num_levels=3
[worst max-delay path: stages (launching register included)]
cell and delay [ns]:
dfxtp_1 0.32, inv_1 0.10, ha_2 0.19, or3b_1 0.36, o32ai_1 0.13, dlygate4sd2_1 0.23
[worst paths after layout]
check | start | end | slack [ns] | depth (start not counted)
worst max-delay path | cmd_reg.int_cnt[1] | csb | 0.17 | 5
worst min-delay path | cmd_reg.int_reg[0] | cmd_reg.int_reg[0] | 0.46 | 2
worst max register to register | timer[0] | dout[15] | 0.25 | 9
worst min register to register | cmd_reg.int_reg[0] | cmd_reg.int_reg[0] | 0.46 | 2
[repair_timing]
| action | CTS | global route |
|---|---|---|
| endpoints found under the hold margin | 0 | 0 |
| endpoints found under the setup margin | 1 | 11 |
| resized | 3 | 1 |
| hold buffers | 0 | 0 |
[synthesized netlist by cell type (all sizes together) (9+ instances only)]
| library cell | count | area, sq um |
|---|---|---|
| nor3 | 10 | 76.3 |
| ha | 11 | 138 |
| a22o | 17 | 149 |
| buf | 9 | 82.6 |
| o21ai | 11 | 55.1 |
| nand3 | 17 | 85.1 |
| nor2 | 46 | 175 |
| mux2i | 24 | 240 |
| a31oi | 9 | 56.3 |
| dfxtp | 89 | 1780 |
| a211oi | 25 | 188 |
| clkbuf | 18 | 68.8 |
| a21oi | 20 | 100 |
| nand2 | 35 | 148 |
| inv | 15 | 56.3 |
[stage by stage]
step           worst slack (ns)  cells  instance area [sq um]  utilization  hold WS, ns
2_1_floorplan             0.302    424                   3940            -        0.410
3_3_place_gp              0.236    590                   4790        0.623        0.442
3_5_place_dp              0.153    590                   4790        0.623        0.452
5_1_grt                  0.0727    606                   4980        0.648        0.496
4_1_cts                  0.0847    606                   4980        0.648        0.465
6_report                  0.167    606                   4980        0.648        0.460
[placed cells by master (no fill, tap or decap), drive strengths merged, types with 5 or more instances in the layout]
| cell type | synthesis | final |
|---|---|---|
| inv | 15 | 17 |
| a31oi | 9 | 9 |
| ha | 11 | 11 |
| a211oi | 25 | 25 |
| nor3 | 10 | 10 |
| xnor2 | 5 | 5 |
| buf | 9 | 19 |
| nand3 | 17 | 17 |
| mux2i | 24 | 24 |
| nor2 | 46 | 46 |
| and3 | 8 | 8 |
| o31ai | 6 | 6 |
| o21ai | 11 | 11 |
| clkdlybuf4s50 | 0 | 71 |
| a22o | 17 | 17 |
| dfxtp | 89 | 89 |
| and2 | 6 | 6 |
| clkbuf | 18 | 10 |
| a21oi | 20 | 20 |
| nand2 | 35 | 35 |
[power breakdown]
| part | switching (uW) | leakage (uW) | total (uW) | internal [uW] |
|---|---|---|---|---|
| sequential | 106 | 0.000728 | 1750 | 1650 |
| clock | 568 | 0.0000935 | 1000 | 436 |
| combinational | 530 | 0.00120 | 911 | 381 |
[routing by layer]
| metal | global-route usage | up-vias | wire length, microns |
|---|---|---|---|
| li1 | - | 1696 | - |
| met1 | 0.375 | 1499 | 4420 |
| met2 | 0.338 | 80 | 3570 |
| met3 | 0.0214 | 4 | 433 |
| met4 | 0.0265 | 0 | 55 |
| met5 | 0 | - | 0 |
[cells by family (layout without fill, tap and decap cells)]
logic type | after synthesis | in the layout | synth area share
muxes | 24 | 24 | 0.0610
and+or+nand+nor | 140 | 140 | 0.180
DFF | 89 | 89 | 0.452
AOI/OAI and AO/OA | 111 | 111 | 0.204
adders and majority gates | 11 | 11 | 0.0349
xor gates and xnor gates | 7 | 7 | 0.0156
buffers and inverters | 42 | 122 | 0.0527
[area by class of cell]
cell class | count | area [sq um] | area share
Clock buffer | 10 | 138 | 0.0276
Clock inverter | 6 | 51.3 | 0.0103
Inverter | 15 | 56.3 | 0.0113
Multi-Input combinational cell | 293 | 1950 | 0.392
Sequential cell | 89 | 1780 | 0.358
Tap cell | 102 | 128 | 0.0256
Timing Repair Buffer | 91 | 872 | 0.175
Power and IR drop assume default switching activity.
