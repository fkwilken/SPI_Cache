[./config.mk]
export PLATFORM = sky130hd
export DESIGN_NAME = macroAdder
export DESIGN_NICKNAME = macroAdder
export VERILOG_FILES = /design/flow/design.v
export SDC_FILE = /design/flow/constraint.sdc
export NUM_CORES = 4
export LEC_CHECK = 1
export CORE_AREA = 10 10 70 70
export DIE_AREA = 0 0 80 80
[./constraint.sdc]
current_design macroAdder

set clk_period 1.0
set clk_io_pct 0.2

create_clock -name clk0 -period $clk_period [get_ports {clk}]

set non_clock_inputs [all_inputs -no_clocks]
set_input_delay [expr $clk_period * $clk_io_pct] -clock clk0 $non_clock_inputs
set_output_delay [expr $clk_period * $clk_io_pct] -clock clk0 [all_outputs]
[./design.v]
module fullAdder (
    input wire a_i,
    input wire b_i,
    input wire carry_i,
    output logic sum_o,
    output logic carry_o
);
logic sum_l;
always_comb begin
    sum_l = (a_i ^ b_i);
    sum_o = sum_l ^ carry_i;
    carry_o = (a_i & b_i) | (sum_l & carry_i);
end
endmodule
module macroAdder #(parameter WIDTH=16) (
    input clk,
    input [WIDTH-1:0] in,
    output logic [WIDTH*2-1:0] out,
    output logic carry_o
);
logic [1:0] carries;
rcAdder adder1 (.a_i(in), .b_i(in), .sum_o(out[WIDTH-1:0]), .clk(clk), .carry_o(carries[0]), .*);
rcAdder adder2 (.a_i(in), .b_i(in), .sum_o(out[WIDTH*2-1:WIDTH]), .clk(clk), .carry_o(carries[1]), .*);
always_ff @ (posedge clk) begin
    carry_o <= carries[1] & carries[0];
end
endmodule
module rcAdder #(parameter width = 16) (
    input clk,
    input [width-1:0] a_i,
    input [width-1:0] b_i,
    output logic [width-1:0] sum_o,
    output logic carry_o
);
logic [width-1:0] sum;
wire [width-1:0] carries;
fullAdder fa0 (.a_i(a_i[0]), .b_i(b_i[0]), .carry_i(1'b0), .sum_o(sum[0]), .carry_o(carries[0]));
genvar i;
generate
    for (i = 1; i < width; i++) begin
        fullAdder fa0 (.a_i(a_i[i]), .b_i(b_i[i]), .carry_i(carries[i-1]), .sum_o(sum[i]), .carry_o(carries[i]));
    end
endgenerate
assign carry_o = carries[width-1];
always_ff @ (posedge clk) begin
    sum_o <= sum;
end
endmodule
[./run.sh]
#!/bin/bash
# OpenROAD 26Q1-2900-gdf79404cd8, Yosys 0.63+post, stock flow scripts
make -C /OpenROAD-flow-scripts/flow DESIGN_CONFIG=/design/flow/config.mk WORK_HOME=/design/flow/orfs finish
==> impl_metrics.py <==
# Metrics from the implementation run
metrics = {
    "synth": {
        "synthXorXnorAreaFrac": 0,
        "syn_area_um2": 452,
        "synth_dominant_cell_count": "buf_4",
        "postSynthCellCount": 34,
        "synth-simple-area-share": 0,
        "yosys_most_used_dff": "dfxtp_1",
        "edf_count": 0,
        "common_cells": "17 x buf_4, 16 x dfxtp_1, 1 x conb_1",
        "synthArstFlopShare": 0,
        "compound_area_frac": 0,
        "synth_seq_share": 0.709,
        "synth-area-yosys_um2": 452,
        "ys_sh_mux": 0,
        "synthAdderAreaFrac": 0,
        "ys_warn_count": 3,
        "ys_seq_elements": 16,
        "area_leaders": "dfxtp_1 71%, buf_4 28%, conb_1 0.83%",
        "yosys.area.top_type_share": 0.709,
        "synthDistinctLibCells": 3,
        "yosysCellCount": 34,
        "top_logic_kind": "buffers and inverters",
        "synth.avg_cell_area_um2": 13.3,
        "top_area_cell": "dfxtp_1",
    },
    "pwr": {
        "power_leakage_nw": 0.349,
        "finalPower_mw": 1.23,
        "cellPowerDensity_nw_per_um2": 1610,
        "ir_drop_uv": 411,
    },
    "setup_path": {
        "path_max_fanout": 2,
        "crit_type": "flip-flop to output pin",
        "critPathRequiredTime_ns": 0.80,
        "end_kind": "output pin",
        "crit_slowest_cell": "dfxtp_2",
        "slowest_delay_ns": 0.33,
        "critPathArrivalTime_ns": 0.77,
        "worstPathBufferInverterCount": 1,
        "cp-start-kind": "flip-flop",
        "cp.depth": 1,
        "crit_chain": "clkdlybuf4s15_1",
        "cp_top_family": "flip-flops",
    },
    "route": {
        "dr.first_iter.drc_count": 8,
        "vias": 319,
        "diodes": 0,
        "route.final.wire_length_um": 1490,
        "ant_nets": 0,
        "viasPerCell": 2.77,
        "dr.pass1.iters": 2,
        "drc": 0,
        "routedWlPerCell_um": 13.0,
    },
    "layout": {
        "final_cell_area_um2": 767,
        "nFillCells": 392,
        "drive_above_1_share": 0.710,
        "syn_to_final_growth_pct": 69.8,
    },
    "clocking": {
        "htreeDepth": 1,
        "clock_sinks": 16,
        "cts_made_buffers": 3,
        "cts_max_path_buffers": 2,
        "ctsHoldBuffers": 0,
        "cts_tree": "yes",
        "cts_root_buf": "clkbuf_4",
        "clk_pin_slew_ns": 0.10,
    },
    "final_timing": {
        "hold_viol": 0,
        "grt_setup_unrepaired": "yes",
        "fmax_mhz": 1030,
        "maxSlewViolCount": 0,
        "finalCriticalPeriod_ns": 0.973,
        "finalSetupViolations": 0,
        "min_period_over_period": 0.973,
        "fin_ws_ns": 0.0270,
    },
    "grt": {
        "grtUsageMet1": 0.0344,
        "gr-total-overflow": 0,
        "antenna_found_initial": 0,
        "use_met2": 0.0795,
        "grt_util_met3": 0.0352,
        "grt_max_degree": 10,
        "first_global_vias": 341,
        "top_usage_layer": "met2",
        "grt_first_pass_wirelength_um": 2080,
        "grt_usage": 0.0426,
    },
    "worst_hold_path": {
        "holdPathEnd": "adder1.sum_o[6]$_DFF_P_",
        "hp-start": "in[5]",
        "hp-class": "primary input to flip-flop",
        "hold_depth": 1,
    },
    "die": {
        "core_um2": 3420,
        "die_area_um2": 6400,
        "rows": 21,
        "fp.dieW_um": 80,
        "die_y_um": 80,
        "initial_core_util": 0.132,
        "pin_count": 50,
    },
    "job": {
        "maxCapViolations": 0,
        "warnings": 27,
    },
    "place": {
        "dpl_cell_area_um2": 856,
        "gp_congestion": 0.678,
        "portBuffers": 47,
        "place_ws_ns": -0.00272,
    },
    "outcome": {
        "status": "completed",
    },
}
[report_power, final]
part / switching, mW / internal [mW] / total [mW] / leakage, nW
clock: 0.205 / 0.221 / 0.427 / 0.0210
combinational: 0.0183 / 0.0957 / 0.114 / 0.193
sequential: 0.0136 / 0.678 / 0.691 / 0.135
[cells by family after synthesis]
family	after synthesis
flip-flops	16
other	1
buffers and inverters	17
[state kept, by name, summed over array words and instances, names as in the netlist]
register / flops
adder1.sum_o: 15
carry_o: 1
[worst max-delay path by stage]
stage	start	to
5_1_grt	adder1.sum_o[10]$_DFF_P_	out[10]
6_report	adder1.sum_o[10]$_DFF_P_	out[10]
4_1_cts	adder1.sum_o[10]$_DFF_P_	out[26]
[layout make-up]
cell class	instances	area, um2	share of cell area
timing repair buffer	47	325	0.424
sequential	16	340	0.444
multi-input combinational	2	7.51	0.00979
clock buffer	4	36.3	0.0473
tap	46	57.6	0.0750
[metal layers]
metal  share of wire  wire length (um)  vias to the layer above
met1            0.32               474                      142
met2            0.53               796                       26
met5               0                 0                        -
met3            0.15               219                        0
met4               0                 0                        0
li1                -                 -                      151
[placed cells by master (no fill, tap or decap)]
cell type / instances
buf_2: 24
dfxtp_2: 16
clkdlybuf4s50_1: 16
clkbuf_2: 5
clkbuf_4: 3
conb_1: 2
clkdlybuf4s15_1: 2
clkbuf_8: 1
[timing repair]
action	in CTS	in global routing
buffers inserted	0	0
resized	100	7
endpoints found under the setup margin	31	7
[metrics by stage]
stage | utilization | TNS [ns] | cells | hold WS [ns]
after floorplan | - | 0 | 35 | 0.228
after global placement | 0.251 | 0 | 111 | 0.650
after detailed placement | 0.251 | -0.00330 | 111 | 0.652
after CTS | 0.231 | -0.116 | 115 | 0.326
after global routing | 0.225 | -0.0656 | 115 | 0.313
final | 0.225 | 0 | 115 | 0.337
Power and IR drop assume default switching activity.
