$ cat /design/flow/run.sh
#!/bin/bash
# OpenROAD 26Q1-2900-gdf79404cd8, Yosys 0.63+post, stock flow scripts
make -C /OpenROAD-flow-scripts/flow DESIGN_CONFIG=/design/flow/config.mk WORK_HOME=/design/flow/orfs finish
$ cat /design/flow/config.mk
export PLATFORM = sky130hd
export DESIGN_NAME = RAM256model
export DESIGN_NICKNAME = RAM256model
export VERILOG_FILES = /design/flow/design.v
export SDC_FILE = /design/flow/constraint.sdc
export NUM_CORES = 4
export LEC_CHECK = 1
export CORE_UTILIZATION = 30
$ cat /design/flow/constraint.sdc
current_design RAM256model

set clk_period 17.0
set clk_io_pct 0.2

create_clock -name clk0 -period $clk_period [get_ports {CLK}]

set non_clock_inputs [all_inputs -no_clocks]
set_input_delay [expr $clk_period * $clk_io_pct] -clock clk0 $non_clock_inputs
set_output_delay [expr $clk_period * $clk_io_pct] -clock clk0 [all_outputs]
$ cat /design/flow/design.v
module RAM256model #(parameter   USE_LATCH=1,
                            WSIZE=2 ) 
(
    input   wire                CLK,     
    input   wire [WSIZE-1:0]     WE0,      
    input                        EN0,      
    input   wire [7:0]           A0,       
    input   wire [(WSIZE*8-1):0] Di0,      
    output  logic [(WSIZE*8-1):0] Do0
);
logic [15:0] mem [255:0];
always_ff @ (posedge CLK) begin
    if (EN0) begin
        Do0 <= mem[A0];
        if (|WE0) begin
            mem[A0] <= Di0;
        end
    end
end
endmodule
==> load_flow_metrics.sql <==
-- flow metrics import
INSERT INTO impl_metrics (metric_group, metric, value, unit) VALUES
('critical_path', 'timing.critical_path.mode_cell', 'buf_4', ''),
('clock_network', 'clockBufferDepth', '4', ''),
('synthesis', 'synthesis.area', '155000', 'µm²'),
('critical_path', 'cp-end-kind', 'register', ''),
('pwr', 'static-leakage-power', '54.7', 'nW'),
('synthesis', 'ys.warnings.count', '1', ''),
('place', 'placedInstanceArea', '167000', 'µm²'),
('clock_network', 'ctsResizeCount', '0', ''),
('place', 'dpl.cell_count', '13700', ''),
('critical_path', 'cp_cell_sequence', 'buf_8, buf_4, buf_4, buf_4, buf_4, mux4_2, a22oi_1, a21oi_1, o41ai_1, nand4_1', ''),
('clock_network', 'tritoncts', 'yes', ''),
('run_status', 'outcome', 'completed', ''),
('critical_path', 'worst_ep_arrival_time', '8.90', 'ns'),
('sta', 'finalClockSkew', '0.0529', 'ns'),
('place', 'place_congestion', '0.870', ''),
('global_route', 'grt_overflow', '0', ''),
('final_layout', 'regArea', '123000', 'µm²'),
('clock_network', 'post_cts_hold_buffer_count', '0', ''),
('final_layout', 'stdcell_area', '181000', 'µm²'),
('synthesis', 'synth.largest_area_cell', 'edfxtp_1', ''),
('clock_network', 'clock_insertion_delay_worst_skew', '0.98', 'ns'),
('pwr', 'p_int', '16.9', 'mW'),
('pwr', 'comb_power_share', '4.4', '%'),
('final_layout', 'final_cell_count_no_fill', '14500', ''),
('pwr', 'pwr-share-clk', '43.2', '%'),
('synthesis', 'post_synth_main_area_contributors', 'edfxtp_1 (80%), mux4_2 (15%), a22oi_1 (2.5%)', ''),
('critical_path', 'critPathLaunchType', 'primary input', ''),
('final_layout', 'mostFrequentLayoutCell', 'edfxtp_1', ''),
('sta', 'finalSetupTns', '0', 'ns'),
('final_layout', 'nFillCells', '46300', ''),
('clock_network', 'clkSinkCount', '4112', ''),
('synthesis', 'synth_chip_area', '155000', 'µm²'),
('run', 'drv.max_cap_violation_count', '0', ''),
('sta', 'max_slew_margin', '5.45', '%'),
('floorplan', 'die-height', '721', 'µm'),
('global_route', 'grt_max_degree', '114', ''),
('sta', 'finalMaxSlewViolations', '0', ''),
('synthesis', 'synth.yosys.seq_area_share', '79.5', '%'),
('route', 'detailedRoute.firstPassIterationCount', '5', ''),
('sta', 'finalSetupViolCount', '0', ''),
('synthesis', 'synth_flop_count', '4112', ''),
('floorplan', 'chipArea', '520000', 'µm²'),
('sta', 'period_minus_slack', '8.25', 'ns'),
('synthesis', 'syn-mean-instance-area', '23.2', 'µm²'),
('critical_path', 'critical_path.max_stage_delay', '1.25', 'ns'),
('pwr', 'power-per-cell-area', '118', 'nW/µm²'),
('sta', 'fmaxAchievable', '121', 'MHz'),
('critical_path', 'worstPathBufferInverterCount', '5', ''),
('route', 'via_count', '73300', ''),
('route', 'route.top_layer_used', 'met5', ''),
('final_layout', 'comb_area', '30400', 'µm²'),
('route', 'postRouteAntennaNets', '0', ''),
('critical_path', 'worst_endpoint_required_time', '17.64', 'ns'),
('floorplan', 'floorplan.core_util', '30.2', '%'),
('final_layout', 'post_route_cells_drive_above_1_share', '28.8', '%'),
('pwr', 'peakVddDrop', '89.6', 'µV'),
('global_route', 'antenna_found_initial', '8', ''),
('final_layout', 'synthToLayoutAreaGrowth', '16.4', '%'),
('route', 'route.final.wire_length', '409000', 'µm'),
('route', 'first_iter_violations', '5087', ''),
('floorplan', 'io_pins', '44', ''),
('floorplan', 'fp.coreArea', '514000', 'µm²'),
('synthesis', 'netlist-cell-type-count', '22', ''),
('global_route', 'vias_in_the_first_global_route', '82000', ''),
('route', 'average_wire_per_cell_in_the_routed_design', '28.2', 'µm'),
('critical_path', 'setup.worst_path.class', 'in -> reg', ''),
('final_layout', 'postLayoutCoreUtil', '35.1', '%'),
('pwr', 'seqPwrFrac', '52.4', '%'),
('place', 'portBuffers', '43', ''),
('sta', 'final.period_utilization', '48.5', '%'),
('route', 'met2RoutedLength', '189000', 'µm');
==> metrics by stage <==
stage,hold slack [ns],total power [mW],setup slack (ns)
finish,1.04,21.3,8.75
global route,1.11,22.0,8.57
CTS,1.05,21.5,8.86
detailed placement,1.04,12.4,7.81
global placement,1.07,12.3,7.24
floorplan,0.896,11.9,11.03
==> area by class of cell <==
class	instances	share of cell area (%)
clock inverters	273	1.62
multi-input cells	2180	16.8
flip-flops and latches	4112	68.4
well taps	6890	4.77
diodes	5	0.00693
repair buffers	522	2.36
clock buffers	503	6.06
==> logic make-up (layout without fill, tap and decap cells) <==
family / Yosys count / after routing / synth area share (%)
AOI/OAI and AO/OA: 834 / 834 / 3.67
muxes: 1024 / 1024 / 14.9
other: 0 / 5 / 0
DFF: 4112 / 4112 / 79.5
and+or+nand+nor: 322 / 322 / 0.831
buffers and inverters: 412 / 1298 / 1.09
==> synth_stat cells (all sizes together) <==
library cell,n
nor2b,6
clkbuf,276
nand2,29
buf,136
mux4,1024
nand2b,2
o41ai,64
nor3,1
a22oi,512
and2,2
a21oi,256
edfxtp,4112
o21ai,1
nor3b,2
or2,1
nand3,4
nor2,259
o2111a,1
nand4,16
==> power by group through the flow <==
stage | registers, mW | logic, mW | clock network [mW]
6_report | 11.2 | 0.941 | 9.21
5_1_grt | 11.2 | 1.01 | 9.75
4_1_cts | 11.2 | 0.953 | 9.36
==> tightest hold or removal path, cell delays in order (launching register included) <==
cell	delay, ns
edfxtp_1	0.31
mux4_2	0.23
a22oi_1	0.06
a21oi_1	0.16
o41ai_2	0.10
nand4_1	0.08
==> per-layer routing <==
layer	vias to the layer above	GRT usage (%)
met1	37400	16.5
met4	26	4.69
met2	5158	24.9
li1	30000	-
met3	678	16.0
met5	-	2.02
==> registers in the layout, summed over array words and instances, names as in the netlist <==
signal  flops
Do0        16
mem      4096
==> final timing paths <==
path | endpoint | start | cells after the start
worst max-delay path | Do0[5]$_DFFE_PP_ | A0[1] | 10
worst min-delay path | Do0[11]$_DFFE_PP_ | mem[98][11]$_DFFE_PP_ | 5
worst max register to register | Do0[12]$_DFFE_PP_ | mem[187][12]$_DFFE_PP_ | 5
worst min register to register | Do0[11]$_DFFE_PP_ | mem[98][11]$_DFFE_PP_ | 5
Power figures rest on the tool's default switching activity, not on a simulated workload.
